**/design/flow/design.v**
```verilog
`timescale 1ns / 1ps
module Tx_PRBS31_Data_Checker(
input clock,         
input reset,
input pulse,
input [31:0] DataIn,
output [63:0] Error_bit_Count
    );
reg [63:0] Data_reg=64'b0;
always @(posedge clock)
begin
    Data_reg <= {Data_reg[31:0], DataIn};
end
wire [31:0] Bit_Error;
genvar i;
generate
    for(i=0;i<32;i=i+1)
    begin
       assign Bit_Error[31-i] = (Data_reg[62-i]^Data_reg[59-i] == Data_reg[31-i])?0:1;
    end
endgenerate
wire [5:0] count;
assign count = Bit_Error[0] + Bit_Error[1] + Bit_Error[2] + Bit_Error[3] + 
               Bit_Error[4] + Bit_Error[5] + Bit_Error[6] + Bit_Error[7] +
               Bit_Error[8] + Bit_Error[9] + Bit_Error[10] + Bit_Error[11] +
               Bit_Error[12] + Bit_Error[13] + Bit_Error[14] + Bit_Error[15] +
               Bit_Error[16] + Bit_Error[17] + Bit_Error[18] + Bit_Error[19] +
               Bit_Error[20] + Bit_Error[21] + Bit_Error[22] + Bit_Error[23] +
               Bit_Error[24] + Bit_Error[25] + Bit_Error[26] + Bit_Error[27] +
               Bit_Error[28] + Bit_Error[29] + Bit_Error[30] + Bit_Error[31];
reg [63:0] Error_bit_Count_reg;
assign Error_bit_Count = Error_bit_Count_reg;
always @(posedge clock or posedge pulse)
begin
    if(pulse)                                    
        Error_bit_Count_reg = 64'b0;
    else if(reset)                               
        Error_bit_Count_reg = 64'b0;
    else
        Error_bit_Count_reg <= Error_bit_Count_reg + count;
end
endmodule
```
**/design/flow/run.sh**
```bash
#!/bin/bash
# OpenROAD 26Q1-2900-gdf79404cd8, Yosys 0.63+post, stock flow scripts
make -C /OpenROAD-flow-scripts/flow DESIGN_CONFIG=/design/flow/config.mk WORK_HOME=/design/flow/orfs finish
```
**/design/flow/config.mk**
```make
export PLATFORM = sky130hd
export DESIGN_NAME = Tx_PRBS31_Data_Checker
export DESIGN_NICKNAME = Tx_PRBS31_Data_Checker
export VERILOG_FILES = /design/flow/design.v
export SDC_FILE = /design/flow/constraint.sdc
export NUM_CORES = 4
export LEC_CHECK = 1
export CORE_UTILIZATION = 30
```
**/design/flow/constraint.sdc**
```tcl
current_design Tx_PRBS31_Data_Checker

set clk_period 14.2
set clk_io_pct 0.2

create_clock -name clk0 -period $clk_period [get_ports {clock}]

set non_clock_inputs [all_inputs -no_clocks]
set_input_delay [expr $clk_period * $clk_io_pct] -clock clk0 $non_clock_inputs
set_output_delay [expr $clk_period * $clk_io_pct] -clock clk0 [all_outputs]
```
==> impl_metrics.env <==
# yosys + openroad results
export IMPL_clock_path_buffers=2
export IMPL_status="complete, no violations"
export IMPL_worstPathRequired_ns=14.53
export IMPL_cts_tree="built"
export IMPL_synthTopLogicFamily="simple AND/OR/NAND/NOR gates"
export IMPL_ys_seq_share_pct=46.01
export IMPL_synth_adder_area_share_pct=11.38
export IMPL_n_fill_cell=1992
export IMPL_design_area_um2=8092
export IMPL_hpwlAfterDp_mm=10.55
export IMPL_warning_count=25
export IMPL_setup_viol=0
export IMPL_drt_iter0_markers=263
export IMPL_grt_ovfl_total=0
export IMPL_layout_min_cycle_time_ns=6.373
export IMPL_cellLeakagePower_nw=3.149
export IMPL_logic_area_um2=3177
export IMPL_yosysChipArea_um2=6222
export IMPL_seq_area_um2=2863
export IMPL_fp_dieW_um=146.0
export IMPL_internal_power_mw=1.164
export IMPL_gp_congestion=0.7958
export IMPL_slew_headroom_pct=39.25
export IMPL_finalMaxSlewViolations=0
export IMPL_power_density_nw_per_um2=243.5
export IMPL_rows=52
export IMPL_clkPwrFrac_pct=21.8
export IMPL_fmax_ghz=0.1569
export IMPL_largest_register_ff_count=64
export IMPL_crit_path_max_incr_delay_ns=0.67
export IMPL_final_layout_size_suffix_gt1_share_pct=7.355
export IMPL_avgSynthCellArea_um2=10.56
export IMPL_coreArea_um2=20300
export IMPL_rsz0062_at_grt="no"
export IMPL_ys_sh_aoi_pct=10.94
export IMPL_vias_per_cell=4.824
export IMPL_holdWs_ns=0.3608
export IMPL_grt_pass1_vias=4681
export IMPL_p_sw_share_pct=40.92
export IMPL_grt_antenna_before_repair=0
export IMPL_cts_resized=0
export IMPL_finalCritPeriodShare_pct=44.88
export IMPL_min_path_type="flip-flop to flip-flop"
export IMPL_cts_root_buf="clkbuf_16"
export IMPL_synth_xor_xnor_area_share_pct=11.12
export IMPL_cp_slowest_cell="or4_1"
export IMPL_crit_path_max_fanout=28
export IMPL_path_clk_slew_ns=0.06
export IMPL_yosysUniqueCellTypes=43
export IMPL_fp_util_pct=30.65
export IMPL_finalSetupTns_ns=0
export IMPL_postCtsSetupBuffers=0
export IMPL_crit_top_cell="fa_1"
export IMPL_path_cells="xnor2_1, xnor2_1, fa_1, inv_1, fa_1, fa_1, fa_1, fa_1, fa_1, fa_1, inv_1, fa_1, a211o_1, a211o_1, nand2_1, or4_1, a21oi_1"
export IMPL_fin_skew_ns=0.01058
export IMPL_p_sw_mw=0.8062
export IMPL_diodes=0
export IMPL_vias=4713
export IMPL_worst_slew_pin_slew_ns=0.9052
export IMPL_drv_cap=0
export IMPL_power_total_mw=1.970
export IMPL_grt_max_degree=66
export IMPL_wire_per_inst_um=15.08
export IMPL_synth_cells=589
export IMPL_first_pass_iters=5
export IMPL_chipArea_um2=21320
export IMPL_numCtsBuffers=17
export IMPL_seqPwrFrac_pct=20.3
export IMPL_critical_path_class="flip-flop to flip-flop"
export IMPL_cts_sinks=127
export IMPL_placed_cell_area_um2=7501
export IMPL_vdd_ir_drop_max_uv=337.7
export IMPL_io_pins=99
export IMPL_drc_errors=0
export IMPL_worstSetupEndpointType="flip-flop"
export IMPL_hold_buffers=0
export IMPL_cp_buffers_inverters=2
export IMPL_hold_violations=0
export IMPL_syn_to_final_growth_pct=30.04
export IMPL_syn_area_um2=6222
export IMPL_drt_wl_total_mm=14.73
export IMPL_htree_num_levels=4
export IMPL_combPwrFrac_pct=57.8
export IMPL_drtAntennaViolNets=0
export IMPL_yosys_mux_area_fraction_pct=0
export IMPL_post_route_util_pct=39.86
export IMPL_grt_use_total_pct=14.60
export IMPL_dieHeight_um=146.0
export IMPL_critPathTopFamily="adder cells"
export IMPL_ys_sh_simple_pct=17.62
export IMPL_arrival_ns=6.71
export IMPL_cp_start_kind="flip-flop"
export IMPL_grt_first_pass_wirelength_mm=24.19
export IMPL_io_buffer_count=98
export IMPL_synth_flop_count=127
export IMPL_yosys_cells=589
export IMPL_clk_latency_ns=0.42
export IMPL_ys_warn_count=1
final timing paths:
kind	from	depth (start not counted)	end	slack, ns
hold / removal	Data_reg[2]	0	Data_reg[34]	0.36
min in group asynchronous	pulse	2	Error_bit_Count_reg[3]	2.83
setup / recovery	Data_reg[33]	17	Error_bit_Count_reg[52]	7.83
hold reg to reg	Data_reg[2]	0	Data_reg[34]	0.36
setup reg to reg	Data_reg[33]	17	Error_bit_Count_reg[52]	7.83
max in group asynchronous	pulse	3	Error_bit_Count_reg[47]	10.44
per-stage QoR:
step	instances	worst slack [ns]
floorplan	589	8.144
global placement	945	7.913
detailed placement	945	7.857
CTS	977	7.817
global route	977	7.484
finish	977	7.827
layer usage:
layer	vias to the layer above	global-route usage, %	wire [um]	part of all wire (%)
li1	2322	-	-	-
met1	2254	22.53	6993	47
met2	121	21.89	6713	46
met3	16	3.631	771	5.2
met4	0	2.135	252	1.7
met5	-	0	0	0
power by group through the flow:
stage     combinational (mW)  sequential [mW]  clock, mW
4_1_cts                 1.15            0.401      0.440
5_1_grt                 1.33            0.403      0.456
6_report                1.14            0.401      0.430
cell type report:
| class | count | area share (%) |
|---|---|---|
| tap | 270 | 4.175 |
| clock inverter | 15 | 2.041 |
| inverter | 29 | 1.361 |
| timing repair buffer | 103 | 12.53 |
| multi-input combinational | 416 | 39.26 |
| sequential | 127 | 35.38 |
| clock buffer | 17 | 5.257 |
synth_stat cells (all sizes together):
cell type / count / area share (%)
dfrtp: 64 / 26
dfxtp: 63 / 20
a21oi: 53 / 4.3
xnor2: 41 / 5.8
xor2: 38 / 5.3
nand2: 33 / 2.0
o31ai: 31 / 3.7
or4: 31 / 3.7
inv: 28 / 1.7
fa: 26 / 8.4
nand3: 25 / 2.1
nor2: 25 / 1.5
nand4: 19 / 2.7
o21ai: 17 / 1.4
or3: 16 / 1.6
clkbuf: 15 / 0.90
ha: 15 / 3.0
nor4: 8 / 1.4
nor3: 6 / 0.48
nor2b: 4 / 0.40
or2: 4 / 0.40
a21o: 3 / 0.36
and2: 3 / 0.30
and3: 3 / 0.30
nand2b: 3 / 0.30
o211ai: 3 / 0.36
a211o: 2 / 0.28
buf: 2 / 0.26
o2111ai: 2 / 0.28
a211oi: 1 / 0.12
clkinvlp: 1 / 0.080
nand3b: 1 / 0.12
nor3b: 1 / 0.12
o211a: 1 / 0.16
or4b: 1 / 0.16
cell usage in the layout, fill, tap and decap left out, drive strengths merged, types with 6 or more instances in the layout:
cell,netlist,routed
nand2,33,33
clkdlybuf4s50,0,97
or4,31,31
ha,15,15
dfxtp,63,63
clkinv,0,9
inv,28,30
o21ai,17,17
a21oi,53,53
xnor2,41,41
nor2,25,25
buf,2,6
o31ai,31,31
nand3,25,25
nand4,19,19
dfrtp,64,64
or3,16,16
nor4,8,8
nor3,6,6
xor2,38,38
fa,26,26
clkbuf,15,17
cell families (layout without fill, tap and decap cells):
| family | count (synthesis) | count (layout) |
|---|---|---|
| xor gates and xnor gates | 79 | 79 |
| AOI/OAI and AO/OA | 113 | 113 |
| adders and majority gates | 41 | 41 |
| buffers and inverters | 46 | 164 |
| DFF | 127 | 127 |
| and+or+nand+nor | 183 | 183 |
Power figures rest on the tool's default switching activity, not on a simulated workload.
