File: /design/flow/design.v
`timescale 1ns / 1ps
module PRBS7_Data_Checker(
input clock,         
input [31:0] DataIn,
output [31:0] Bit_Error
    );
reg [63:0] Data_reg=64'b0;
always @(posedge clock)
begin
    Data_reg <= {Data_reg[31:0], DataIn};
end
genvar i;
generate
    for(i=0;i<32;i=i+1)
    begin
       assign Bit_Error[31-i] = (Data_reg[38-i]^Data_reg[37-i] == Data_reg[31-i])?0:1;
    end
endgenerate
endmodule
File: /design/flow/run.sh
#!/bin/bash
# OpenROAD 26Q1-2900-gdf79404cd8, Yosys 0.63+post, stock flow scripts
make -C /OpenROAD-flow-scripts/flow DESIGN_CONFIG=/design/flow/config.mk WORK_HOME=/design/flow/orfs finish
File: /design/flow/config.mk
export PLATFORM = sky130hd
export DESIGN_NAME = PRBS7_Data_Checker
export DESIGN_NICKNAME = PRBS7_Data_Checker
export VERILOG_FILES = /design/flow/design.v
export SDC_FILE = /design/flow/constraint.sdc
export NUM_CORES = 4
export LEC_CHECK = 1
export CORE_AREA = 10 10 107 107
export DIE_AREA = 0 0 117 117
File: /design/flow/constraint.sdc
current_design PRBS7_Data_Checker

set clk_period 1.4
set clk_io_pct 0.2

create_clock -name clk0 -period $clk_period [get_ports {clock}]

set non_clock_inputs [all_inputs -no_clocks]
set_input_delay [expr $clk_period * $clk_io_pct] -clock clk0 $non_clock_inputs
set_output_delay [expr $clk_period * $clk_io_pct] -clock clk0 [all_outputs]
==> out/writeup.txt <==
The run finished, with violations left. The final reports fail on setup timing. After floorplanning, the die was sized to cover 13700 sq um. The worst pin sits at a relative slew slack of 92.3%. The worst hold path belongs to the class reg2reg. Setup repair after global routing could not meet its margin everywhere.

By count the netlist is led by dfxtp_1 (39), xor3_1 (28), xor3_4 (4). The CTS report gives the tree buffer count as 5. The total of endpoints with negative setup slack in the final report was 30. After routing the design area is 2800 sq um. The final timing report lists a max-slew violation count of 0.

The summed standard-cell area reported by yosys is 1560 sq um. Summing internal, switching and leakage power gives 0.00268 W. The count of input and output buffers is 64, and the floorplan core density is 16.9%. TritonRoute reported its final design rule violation total as 0. The clock tree synthesis step divided the H-tree into 2 levels. The run gives 1.55 ns for the post-route minimum period. The run gives 0 as the global-route congestion overflow total. The count of buffer and inverter cells on the critical path was 2. In this run, the number of DRC markers left after iteration 0 of detailed routing was 10.

The aggregate routed wire length is 4110 microns. The most used flip-flop cell after synthesis is dfxtp_1. The run gives 1 for the Yosys warning count. The clock latency at the later pin of the worst-skew pair came out at 0.28 ns. The number of placement rows was 35; the number of max-capacitance violations reported was 0. Per the power-grid run, VDD falls by no more than 333 uV. TritonCTS built the clock tree.

The tree is rooted in a clkbuf_8. For this run, the detailed router's first-pass iteration total came to 2. The chip height was 117 microns; the met3 capacity usage during global routing was 2.37%. The antenna diode count is 0.

The final critical path takes up 111% of the cycle. From synthesis to final layout, the design area changed by 79.7%. For the worst min-delay path, the startpoint reported by OpenROAD is Data_reg[5]. With the overall via count from detail_route at 945, the flip-flop count of the largest register, all copies and words added is 39. The initial antenna violation count is 0. Dividing the detail-routed wire length by the instance count gives 13.8 microns. After detailed routing, the number of vias per cell comes to 3.18. The met2 layer usage reported by global route is 10.0%, and the portion of the post-synthesis area used by sequential elements is 50.2%.

The slew at the pin with the worst max-slew slack was 0.115 ns. Counting flops with an async set or reset pin after synthesis yields a share of 0%. The maximum cell stage delay along the critical path is 0.43 ns, and the non-filler instance count after layout is 297. Dividing total power by cell area gives a power density of 960 nW/um^2. The run gives 0 for the count of nets left with antenna violations after detail routing. The data arrival at the endpoint of the critical path is 1.27 ns, and the final-report hold violation count is 0. Pin placement for this block handled 65 I/O pins.

The synthesized flop and latch total works out to 39. A synthesized cell averages 21.9 sq um. Global routing used 5.99% of the available tracks. The clock passes through at most 2 buffers. The number of different library cells used by synthesis comes to 3. For the area inside the core boundary, the log shows 9200 sq um.

Ranked by total cell area, the synthesized netlist is headed by dfxtp_1 (50%), xor3_1 (43%), xor3_4 (7.1%). In this run the critical path is formed by buf_6 > xor3_4 > buf_6. Counting every instance in the synthesized netlist gives 71.

For this design, Yosys synthesis ends with a cell count of 71. The registers of the reported paths see a clock transition of 0.07 ns. The post-route utilization of the core is recorded as 30.4%. For the final setup TNS, the log shows -2.12 ns. The timing startpoint of the critical path was Data_reg[32]. Before any placement, the netlist area is recorded as 1560 sq um. With the worst path required time at 1.12 ns, the fraction of synthesized cell area taken by the top area cell type is 50.2%. The worst setup path is launched from a flip-flop.

Cell repeated most along the worst path: buf_6. The logs give 0.00119 ns for the worst clock skew on the final layout and 0.646 GHz for the timing-limited maximum frequency. The top cell type by instance count after synthesis is dfxtp_1. The tools report the worst-case setup margin in the final layout as -0.148 ns.

After detailed placement, the design holds a cell count of 262. Per the final layout report, the fraction of cells sized above drive strength 1 comes to 65.6%. With the via count of the first global-routing pass at 1103, the post-placement cell area is 2460 sq um. Among all stages on the critical path, the largest delay is contributed by xor3_4.

Looking at the reg2reg group, the worst path starts from Data_reg[6]. The post-synth count of flops with an enable pin is 0. The highest-utilization routing layer at the global route stage is met2. The total leakage power is 1.38 nW, and the final weighted congestion in routability-driven placement is 0.712. The run gives 39 for the total number of clock tree sinks. The setup path with the least slack is of type reg2out.

The run gives 2 for the top fanout value on the critical path. The logs give 7.46% for the global routing usage on met1 and 6050 microns for the wire length of the first global-routing pass. Summed over all instances, the cell type with the most area after synthesis is dfxtp_1. The endpoint kind of the worst setup timing path was an output pin. The family with the most delay on the worst path is XOR/XNOR gates.

The tally of OpenROAD warnings is 27. The die outline width came out at 117 microns. Entering global routing, the biggest net connects 12 pins.
repair_timing:
| action | 4_1_cts | 5_1_grt |
|---|---|---|
| setup endpoints to repair | 32 | 32 |
| hold buffers | 0 | 0 |
| pin swaps | 26 | 15 |
| resized | 164 | 14 |
| buffers inserted | 22 | 7 |
| gates cloned | 0 | 0 |
cell usage in the layout, fill, tap and decap left out:
cell type / netlist / final
dfxtp_4: 0 / 10
buf_4: 0 / 14
clkbuf_1: 0 / 1
xor3_4: 4 / 4
xor3_1: 28 / 28
dfxtp_2: 0 / 26
clkbuf_8: 0 / 7
buf_2: 0 / 29
dfxtp_1: 39 / 3
buf_6: 0 / 32
clkdlybuf4s50_1: 0 / 32
logic make-up (layout without fill, tap and decap cells):
| family | Yosys count | in the layout | share of synthesized area, % |
|---|---|---|---|
| DFF | 39 | 39 | 50.2 |
| xor gates and xnor gates | 32 | 32 | 49.8 |
| buffers and inverters | 0 | 115 | 0 |
cell type report:
type	instances	area [sq um]
flip-flops and latches	39	851
repair buffers	107	931
multi-input cells	32	776
fillers	916	6400
well taps	111	139
clock buffers	8	100
through the flow:
stage               hold slack, ns  setup slack [ns]
detailed placement           0.354            -0.233
global route                 0.357            -0.193
floorplan                    0.308             0.341
global placement             0.349            -0.237
finish                       0.355            -0.148
CTS                          0.355            -0.194
metal layers:
layer  part of all wire (%)  wire (microns)
met3                    8.1             335
met2                     50            2050
met4                      0               0
met5                      0               0
met1                     42            1730
report_power, final:
part / leakage (nW) / total (W) / internal (W) / switching [W]
Clock: 0.0515 / 0.000829 / 0.000450 / 0.000379
Combinational: 0.993 / 0.000632 / 0.000515 / 0.000117
Sequential: 0.333 / 0.00122 / 0.00117 / 0.0000533
worst paths after layout:
path / to / slack [ns] / cells after the start
worst max-delay path: Bit_Error[26] / -0.15 / 3
worst min-delay path: Data_reg[37] / 0.36 / 0
worst max register to register: Data_reg[38] / 0.95 / 0
worst min register to register: Data_reg[37] / 0.36 / 0
No activity file was given, so power comes from the tool's default toggle rates.
