<file path="config.mk">
export PLATFORM = sky130hd
export DESIGN_NAME = PRBS31_Data_Checker
export DESIGN_NICKNAME = PRBS31_Data_Checker
export VERILOG_FILES = /design/flow/design.v
export SDC_FILE = /design/flow/constraint.sdc
export NUM_CORES = 4
export LEC_CHECK = 1
export CORE_UTILIZATION = 30
</file>
<file path="constraint.sdc">
current_design PRBS31_Data_Checker

set clk_period 11.3
set clk_io_pct 0.2

create_clock -name clk0 -period $clk_period [get_ports {clock}]

set non_clock_inputs [all_inputs -no_clocks]
set_input_delay [expr $clk_period * $clk_io_pct] -clock clk0 $non_clock_inputs
set_output_delay [expr $clk_period * $clk_io_pct] -clock clk0 [all_outputs]
</file>
<file path="design.v">
`timescale 1ns / 1ps
module PRBS31_Data_Checker(
input clock,         
input reset,
input [31:0] DataIn,
output [63:0] Error_bit_Count
    );
reg [63:0] Data_reg;
always @(posedge clock)
begin
    if(reset)
        Data_reg=64'b0;
    else
        Data_reg <= {DataIn[31:0], Data_reg[63:32]};
end
wire [31:0] Bit_Error;
genvar i;
generate
    for(i=0;i<32;i=i+1)
    begin
       assign Bit_Error[31-i] = (Data_reg[1+i]^Data_reg[4+i] == Data_reg[32+i])?0:1;
    end
endgenerate
wire [5:0] count;
assign count = Bit_Error[0] + Bit_Error[1] + Bit_Error[2] + Bit_Error[3] + 
               Bit_Error[4] + Bit_Error[5] + Bit_Error[6] + Bit_Error[7] +
               Bit_Error[8] + Bit_Error[9] + Bit_Error[10] + Bit_Error[11] +
               Bit_Error[12] + Bit_Error[13] + Bit_Error[14] + Bit_Error[15] +
               Bit_Error[16] + Bit_Error[17] + Bit_Error[18] + Bit_Error[19] +
               Bit_Error[20] + Bit_Error[21] + Bit_Error[22] + Bit_Error[23] +
               Bit_Error[24] + Bit_Error[25] + Bit_Error[26] + Bit_Error[27] +
               Bit_Error[28] + Bit_Error[29] + Bit_Error[30] + Bit_Error[31];
reg [63:0] Error_bit_Count;
always @(posedge clock)
begin
    if(reset)
        Error_bit_Count = 64'b0;
    else
        Error_bit_Count <= Error_bit_Count + count;
end
endmodule
</file>
<file path="run.sh">
#!/bin/bash
# OpenROAD 26Q1-2900-gdf79404cd8, Yosys 0.63+post, stock flow scripts
make -C /OpenROAD-flow-scripts/flow DESIGN_CONFIG=/design/flow/config.mk WORK_HOME=/design/flow/orfs finish
</file>
==> impl_metrics.env <==
# physical design summary
export IMPL_wl_per_cell_microns=13.9
export IMPL_diodes=0
export IMPL_max_cap_violations=0
export IMPL_grt_max_degree=48
export IMPL_pre_cts_slack_ps=4890
export IMPL_hold_ws_ps=475
export IMPL_synthTopCellsByArea="dfxtp_1 40%, fa_1 8.2%, nor2b_1 7.1%, xnor2_1 6.1%, xor2_1 4.3%"
export IMPL_rr_worst_depth=18
export IMPL_power_density_nw_per_um2=264
export IMPL_required_ps=11640
export IMPL_die_w_microns=147
export IMPL_cts_tree="done"
export IMPL_critical_path_class="register to register"
export IMPL_slew_headroom=0.430
export IMPL_rows=52
export IMPL_min_path_cells=1
export IMPL_worstHoldPathType="register to register"
export IMPL_setup_tns_ps=0
export IMPL_cts_sinks=127
export IMPL_synth_cell_type_count=43
export IMPL_track_usage=0.141
export IMPL_dp_cells=1021
export IMPL_cts_made_buffers=17
export IMPL_grt_pass1_wl_microns=24200
export IMPL_skew_ps=11.4
export IMPL_arrival_ps=6730
export IMPL_outcome="completed"
export IMPL_core_sq_um=20500
export IMPL_final_layout_size_suffix_gt1_frac=0.0702
export IMPL_dr_pass1_iters=4
export IMPL_io_buffer_count=97
export IMPL_synthArstFlopShare=0
export IMPL_synth_cells=673
export IMPL_report_final_hold_viol_count=0
export IMPL_via_per_inst=4.71
export IMPL_synth_edff_count=0
export IMPL_synth_largest_area_cell="dfxtp_1"
export IMPL_clk_latency_ps=410
export IMPL_antenna_left=0
export IMPL_yosys_warnings=1
export IMPL_fmax_mhz=156
export IMPL_ff_type="dfxtp_1"
export IMPL_post_route_util=0.402
export IMPL_warnings=25
export IMPL_htree_levels=4
export IMPL_ys_seq_frac=0.400
export IMPL_area_delta_synth_final_pct=29.6
export IMPL_power_leakage_nw=2.98
export IMPL_ys_cells=673
export IMPL_syn_area_sq_um=6350
export IMPL_min_period_over_period=0.566
export IMPL_crit_path_start_kind="register"
export IMPL_setup_viol=0
export IMPL_ys_ff=127
export IMPL_dieArea_sq_um=21800
export IMPL_place_hpwl_microns=10800
export IMPL_cts_resized=0
export IMPL_ir_drop_mv=0.307
export IMPL_cts_path_max_buffers=2
export IMPL_vias=4964
export IMPL_wl_microns=14600
export IMPL_cp_max_fo=7
export IMPL_gr_total_overflow=0
export IMPL_largest_register_ffs=64
export IMPL_dpl_cell_area_sq_um=7610
export IMPL_drcViolationCount=0
export IMPL_antenna_found_initial=0
export IMPL_fin_crit_ps=6400
export IMPL_worstSetupEndpointType="register"
export IMPL_tightest_slew_ps=854
export IMPL_stdcell_area_sq_um=8230
export IMPL_die_h_microns=147
export IMPL_lay_top_count="dfxtp_1"
export IMPL_ctsHoldBuffers=0
export IMPL_io_pins=98
export IMPL_ys_chip_area_sq_um=6350
export IMPL_cts_root_buf="clkbuf_16"
export IMPL_fin_cells=1053
export IMPL_grt_setup_unrepaired="false"
export IMPL_cts_setup_buffers=0
export IMPL_top_area_frac=0.400
export IMPL_power_mw=2.17
export IMPL_setup_ws_ps=4900
export IMPL_initial_core_util=0.310
export IMPL_grt_pass1_vias=4726
export IMPL_mostFrequentLayoutCells="127 x dfxtp_1, 96 x clkdlybuf4s50_1, 72 x nor2b_1"
export IMPL_clk_pin_slew_worst_paths_ps=60
export IMPL_syn_area_per_cell_sq_um=9.44
export IMPL_gp_routability_congestion=0.832
export IMPL_final_max_slew_viol_count=0
export IMPL_drtIter0Drc=264
## power breakdown
part | switching, mW | internal, mW
clock network | 0.202 | 0.360
registers | 0.0151 | 0.480
logic | 0.621 | 0.497
total | 0.838 | 1.34
## final cells by class
type,count,area [sq um]
Sequential cell,127,2540
Tap cell,270,338
Fill cell,2032,12300
Timing Repair Buffer,104,1020
Inverter,36,135
Clock buffer,20,457
Multi-Input combinational cell,484,3580
Clock inverter,12,159
## worst max-delay path: stages (launching register included)
cell and delay (ps):
dfxtp_1 390, xnor2_1 150, xnor2_1 100, fa_1 500, inv_1 50, fa_1 510
fa_1 520, fa_1 520, fa_1 540, inv_1 50, fa_1 520, inv_1 50
fa_1 450, fa_1 410, nand2b_1 190, a21oi_1 360, o2111ai_1 400, or3_1 460
a21oi_1 140
## per-layer routing
metal | part of all wire | routed length (microns) | global-route usage
met5 | 0 | 0 | 0
met4 | 0.011 | 164 | 0.0206
met3 | 0.055 | 806 | 0.0324
met2 | 0.45 | 6550 | 0.211
met1 | 0.49 | 7120 | 0.218
## logic make-up after synthesis
group | share of synthesized area
AOI/OAI and AO/OA | 0.117
muxes | 0.0142
buffers and inverters | 0.0368
DFF | 0.400
adders and majority gates | 0.112
and+or+nand+nor | 0.217
xor gates and xnor gates | 0.103
## Yosys cell counts (6+ instances only)
| cell | count |
|---|---|
| nor3_1 | 12 |
| o41ai_1 | 6 |
| fa_1 | 26 |
| clkbuf_1 | 22 |
| dfxtp_1 | 127 |
| o21ai_0 | 23 |
| nand2_1 | 20 |
| a21oi_1 | 50 |
| mux2_2 | 8 |
| inv_1 | 36 |
| ha_1 | 15 |
| nand3_1 | 22 |
| nor4_1 | 10 |
| o31ai_1 | 10 |
| nor2_1 | 30 |
| and3_1 | 9 |
| nand4_1 | 18 |
| xnor2_1 | 44 |
| nand2b_1 | 6 |
| o2111ai_1 | 10 |
| or4_1 | 10 |
| nor2b_1 | 72 |
| xor2_1 | 31 |
| or3_1 | 20 |
## worst paths after layout
| kind | start | endpoint | slack [ps] |
|---|---|---|---|
| hold reg to reg | Data_reg[46]$_SDFF_PP0_ | Data_reg[14]$_SDFF_PP0_ | 470 |
| setup / recovery | Data_reg[32]$_SDFF_PP0_ | Error_bit_Count[52]$_SDFF_PP0_ | 4900 |
| setup reg to reg | Data_reg[32]$_SDFF_PP0_ | Error_bit_Count[52]$_SDFF_PP0_ | 4900 |
| hold / removal | Data_reg[46]$_SDFF_PP0_ | Data_reg[14]$_SDFF_PP0_ | 470 |
Power and IR drop assume default switching activity.
